==> flow/design.v <==
`timescale 1ns / 1ps
module FIFO( Clk, 
                   dataIn, 
                   RD, 
                   WR, 
                   EN, 
                   dataOut, 
                   Rst,
                   EMPTY, 
                   FULL 
                   ); 
input  Clk, 
       RD, 
       WR, 
       EN, 
       Rst;
output  EMPTY, 
        FULL;
input   [31:0]    dataIn;
output reg [31:0] dataOut;  
reg [3:0]  Count = 0; 
reg [31:0] FIFO [0:7]; 
reg [3:0]  readCounter = 0, 
           writeCounter = 0; 
assign EMPTY = (Count==0)? 1'b1:1'b0; 
assign FULL = (Count==8)? 1'b1:1'b0; 
always @ (posedge Clk) 
begin 
 if (EN==0); 
 else begin 
  if (Rst) begin 
   readCounter = 0; 
   writeCounter = 0; 
   dataOut=0;
  end 
  else if (RD ==1'b1 && Count!=0) begin 
   dataOut  = FIFO[readCounter]; 
   readCounter = readCounter+1; 
  end 
  else if (WR==1'b1 && Count<8) begin
   FIFO[writeCounter]  = dataIn; 
   writeCounter  = writeCounter+1; 
  end 
  else; 
 end 
 if (writeCounter==8) 
  writeCounter=0; 
 else if (readCounter==8) 
  readCounter=0; 
 else;
 if (readCounter > writeCounter) begin 
  Count=readCounter-writeCounter; 
 end 
 else if (writeCounter > readCounter) 
  Count=writeCounter-readCounter; 
 else;
end 
endmodule
==> flow/run.sh <==
#!/bin/bash
# OpenROAD 26Q1-2900-gdf79404cd8, Yosys 0.63+post, stock flow scripts
make -C /OpenROAD-flow-scripts/flow DESIGN_CONFIG=/design/flow/config.mk WORK_HOME=/design/flow/orfs finish
==> flow/config.mk <==
export PLATFORM = sky130hd
export DESIGN_NAME = FIFO
export DESIGN_NICKNAME = FIFO
export VERILOG_FILES = /design/flow/design.v
export SDC_FILE = /design/flow/constraint.sdc
export NUM_CORES = 4
export LEC_CHECK = 1
export CORE_UTILIZATION = 40
==> flow/constraint.sdc <==
current_design FIFO

set clk_period 6.0
set clk_io_pct 0.2

create_clock -name clk0 -period $clk_period [get_ports {Clk}]

set non_clock_inputs [all_inputs -no_clocks]
set_input_delay [expr $clk_period * $clk_io_pct] -clock clk0 $non_clock_inputs
set_output_delay [expr $clk_period * $clk_io_pct] -clock clk0 [all_outputs]
==> flow_metrics.tcl <==
# flow metrics
set metrics [dict create \
    floorplan.core_util_pct 40.8 \
    yosysTopAreaCellShare_pct 74.6 \
    avgRoutedWirePerCell_um 21.4 \
    dieWidth_um 173 \
    finalClockSkew_ns 0.0126 \
    via_per_inst 5.31 \
    root_buffer "clkbuf_16" \
    worst_pin_slew_ns 0.797 \
    finalWorstSetupSlack_ns 1.97 \
    clk_pin_slew_ns 0.06 \
    row_count 62 \
    yosys-stat-cells 614 \
    post_cts_buffers 0 \
    hold_viol_final 0 \
    xor_share_pct 0.149 \
    core_um2 28800 \
    slew_headroom_pct 46.9 \
    die_h_um 173 \
    end_kind "flip-flop" \
    clk_path_buf_depth 3 \
    postSynthSeqShare_pct 75.9 \
    synth.avg_cell_area_um2 19.1 \
    numSynthFlops 300 \
    grt_usage_pct 17.9 \
    cts_sinks 300 \
    grt_pass1_vias 6465 \
    muxShareOfSynthArea_pct 12.3 \
    drc 0 \
    powerDensity_nw_per_um2 376 \
    critPathKind "input pin to flip-flop" \
    dp_hpwl_mm 12.7 \
    grt_max_degree 49 \
    ys_sh_simple_pct 4.33 \
    crit_path_max_fanout 9 \
    synthesis.instances 614 \
    top_cells_by_area "edfxtp_1, mux4_2, nand2_1" \
    wl_met3_mm 3.15 \
    logic_area_um2 2710 \
    finalSetupViolations 0 \
    top_logic_kind "multiplexers" \
    syn2layout_area_growth_pct 18.0 \
    nFillCells 2309 \
    synthAoiAreaFrac_pct 4.36 \
    ios 71 \
    met1_length_mm 8.37 \
    met2WireLength_mm 11.7 \
    cts_hold_buf 0 \
    period_needed_ns 4.03 \
    seqCellArea_um2 8930 \
    cts_buffers 31 \
    holdWs_ns 0.735 \
    final_common_cell "edfxtp_1" \
    worstSkewPairLatency_ns 0.55 \
    place.gp.congestion 0.800 \
    fin_util_pct 48.2 \
    gr-total-overflow 0 \
    post_cts_resized 0 \
    min_period_over_period_pct 67.2 \
    drv_cap 0 \
    final_layout_size_suffix_gt1_share_pct 19.6 \
    final_antenna_net_count 0 \
    fmax_mhz 248 \
    layout_top_cells "edfxtp_1, nand2_1, clkdlybuf4s50_1, mux4_2, a21oi_1" \
    routed_wl_mm 23.7 \
    adder_share_pct 1.40 \
    top_layer_used "met4" \
    flop_cell "edfxtp_1" \
    die_area_um2 30100 \
    portBuffers 70 \
    fin_total_pwr_uw 5220 \
    hp-class "flip-flop to flip-flop" \
    vdd_drop_max_v 0.000190 \
    tns_ns 0 \
    required_ns 6.29 \
    drt_pre_antenna_iters 6 \
    yosys_area_um2 11800 \
    leakage_uw 0.00438 \
    slew_violations 0 \
    cts_tree "yes" \
    grt_pass1_wl_mm 36.6 \
    arrival_ns 4.32 \
    cts_max_level 1 \
    status "finished, final reports clean" \
    post-place-ws_ns 1.42 \
    syn-cell-area_um2 11800 \
    synth.largest_area_cell "edfxtp_1" \
    async_flop_share_pct 0 \
    synth-edff-count 292 \
    antenna_found_initial 0 \
    warnings 29 \
    synth.distinct_cells 53 \
    ys_warn_count 1 \
    startpoint_type "input pin" \
    rsz0062_at_grt "no" \
    vias 5893 \
    drt_iter0_markers 332 \
]
## worst max-delay path, cell delays in order
cell	delay, ns
clkdlybuf4s50_1	0.64
nand2_1	0.28
o311ai_1	0.60
nand2_2	0.13
o2bb2ai_2	0.18
ha_1	0.31
and4_1	0.30
or2_1	0.26
o311ai_1	0.31
xor2_1	0.10
## final timing paths
| check | startpoint | end | slack [ns] | cells past startpoint |
|---|---|---|---|---|
| worst min-delay path | writeCounter[1]$_DFF_P_ | writeCounter[1]$_DFF_P_ | 0.73 | 1 |
| worst max register to register | readCounter[0]$_DFF_P_ | Count[3]$_DFFE_PP_ | 2.32 | 10 |
| worst min register to register | writeCounter[1]$_DFF_P_ | writeCounter[1]$_DFF_P_ | 0.73 | 1 |
| worst max-delay path | EN | Count[3]$_DFFE_PP_ | 1.97 | 10 |
## power by group
group	internal [µW]	switching [µW]
logic	489	513
clock network	942	721
registers	2430	126
## stage by stage
step / cell area [µm²] / cells
CTS: 13900 / 1109
global route: 13900 / 1109
global placement: 13000 / 1053
detailed placement: 13000 / 1053
floorplan: 11800 / 614
finish: 13900 / 1110
## sequential cells by signal, summed over array words and instances (netlist names)
name and count:
Count 4, FIFO 256, dataOut 32, readCounter 4
writeCounter 4
## cell type report
cell class / count / area share (%)
inverter: 13 / 0.352
clock inverter: 17 / 0.577
clock buffer: 39 / 5.81
tap: 384 / 3.46
sequential: 300 / 64.4
timing repair buffer: 85 / 5.83
antenna: 1 / 0.0180
multi-input combinational: 271 / 19.5
## logic make-up after synthesis
family | after synthesis
and+or+nand+nor | 118
DFF | 300
AOI/OAI and AO/OA | 75
buffers and inverters | 43
muxes | 64
xor gates and xnor gates | 2
adders and majority gates | 12
## layer usage
| metal | vias to the layer above | global-route usage [%] |
|---|---|---|
| li1 | 2638 | - |
| met1 | 2874 | 23.7 |
| met4 | 0 | 2.65 |
| met3 | 35 | 11.4 |
| met5 | - | 0 |
| met2 | 346 | 27.2 |
## synth_stat cells, types with 4 or more instances
cell type,number
a21oi_1,41
buf_1,4
buf_2,10
clkbuf_1,14
dfxtp_1,8
edfxtp_1,292
ha_1,10
inv_1,11
mux4_2,64
nand2_1,79
nand3_1,4
nor2_1,14
nor3_1,4
o21ai_0,4
Power and IR drop assume default switching activity.
