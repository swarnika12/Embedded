==> ./design.v <==
`timescale 1ns/1ps
module booth_mult (p, x, y);
parameter width=16;
parameter N = 16/2;
input	[width-1:0]		x, y;
output	[width+width-1:0]	p;
  reg [2:0] cc[N-1:0];
  reg [width:0] pp[N-1:0];
  reg [width+width-1:0] spp[N-1:0];
  reg [width+width-1:0] prod;
  wire [width:0] inv_x;
  integer kk,ii;
assign inv_x = {~x[width-1],~x}+1;
always @ (x or y or inv_x)
begin
  cc[0] = {y[1],y[0],1'b0};
  for(kk=1;kk<N;kk=kk+1)
    cc[kk] = {y[2*kk+1],y[2*kk],y[2*kk-1]};
  for(kk=0;kk<N;kk=kk+1)
  begin
    case(cc[kk]) 
      3'b001 , 3'b010 : pp[kk] = {x[width-1],x};
      3'b011 : pp[kk] = {x,1'b0};
      3'b100 : pp[kk] = {inv_x[width-1:0],1'b0};
      3'b101 , 3'b110 : pp[kk] = inv_x;
      default : pp[kk] = 0;
    endcase
    spp[kk] = $signed(pp[kk]);
    for(ii=0;ii<kk;ii=ii+1)
      spp[kk] = {spp[kk],2'b00};  
  end  
  prod = spp[0];
  for(kk=1;kk<N;kk=kk+1)
    prod = prod + spp[kk];
end
assign p = prod;
endmodule
==> ./constraint.sdc <==
current_design booth_mult

set clk_period 16.6
set clk_io_pct 0.2

create_clock -name clk0 -period $clk_period

set non_clock_inputs [all_inputs -no_clocks]
set_input_delay [expr $clk_period * $clk_io_pct] -clock clk0 $non_clock_inputs
set_output_delay [expr $clk_period * $clk_io_pct] -clock clk0 [all_outputs]
==> ./config.mk <==
export PLATFORM = sky130hd
export DESIGN_NAME = booth_mult
export DESIGN_NICKNAME = booth_mult
export VERILOG_FILES = /design/flow/design.v
export SDC_FILE = /design/flow/constraint.sdc
export NUM_CORES = 4
export LEC_CHECK = 1
export CORE_UTILIZATION = 50
==> ./run.sh <==
#!/bin/bash
# OpenROAD 26Q1-2900-gdf79404cd8, Yosys 0.63+post, stock flow scripts
make -C /OpenROAD-flow-scripts/flow DESIGN_CONFIG=/design/flow/config.mk WORK_HOME=/design/flow/orfs finish
==> run_results.csv <==
group,metric,value,unit
clocking,cts-resized-gates,0,
grt,grt_pass1_wl,57100,µm
detailed_routing,remaining_routing_drc_violations,0,
synthesis,synth.avg_cell_area,7.18,µm²
sta,period_needed,14660,ps
layout,areaGrowthSynthToFinish,8.04,%
sta,finalHoldWorstSlack,7800,ps
layout,flop-count,0,
layout,regArea,0,µm²
detailed_routing,post_drt_wl_per_cell,22.5,µm
synthesis,post_synthesis_cell_area,9870,µm²
placement,postPlaceCellArea,10700,µm²
worst_setup_path,path_delay_family,"adder cells",
clocking,post_cts.repair.setup_buffers,0,
grt,grt_overflow_total,0,
power_and_ir_drop,clock_power_share,0,%
sta,maxSlewHeadroom,40.2,%
detailed_routing,initialDrtViolationCount,1284,
job,warning_count,32,
layout,final_cells,1617,
sta,hold_violations,0,
die,die-area,20300,µm²
grt,number_of_global_route_vias_before_repair,9718,
die,die_w,142,µm
power_and_ir_drop,power,2.84,mW
worst_setup_path,critical_path_s_largest_stage_delay,610,ps
placement,post-place-ws,2010,ps
worst_setup_path,timing.critical_path.arrival,11340,ps
sta,final-max-slew-violation-count,0,
grt,grt_start_max_net_pins,79,
sta,period_used_share,88.3,%
detailed_routing,via_count,10500,
power_and_ir_drop,netSwitchingFraction,48.0,%
synthesis,synthCells,1375,
synthesis,yosysChipArea,9870,µm²
layout,final_design_area_no_fill,10700,µm²
power_and_ir_drop,power.share.sequential,0,%
die,fp-row-count,51,
die,initial_core_util,50.9,%
sta,finalSetupViolations,0,
power_and_ir_drop,power_report.internal_total,1.48,mW
hold_path,hold_class,"in2out",
sta,max_freq,68.2,MHz
layout,nClkBuffers,0,
run_status,status,"completed",
clocking,cts_hold_buf,0,
sta,grt_setup_unrepaired,"false",
worst_setup_path,setup.worst_path.class,"in2out",
synthesis,postSynthSeqShare,0,%
worst_setup_path,crit_required,13280,ps
power_and_ir_drop,pwr_density,267,nW/µm²
synthesis,ys.warnings.count,4,
job,drv_cap,0,
layout,most_frequent_logic_cells_in_the_routed_design,"inv_1 (141), a21oi_1 (114), fa_1 (113)",
worst_setup_path,critical-path-slowest-cell,"o31ai_1",
sta,fin_tns_setup,0,ps
power_and_ir_drop,power_switching,1.36,mW
placement,dpl.cell_count,1617,
layout,most_numerous_logic_cell_after_layout,"inv_1",
layout,drive_above_1_share,6.14,%
sta,max_slew.worst_pin.slew,891,ps
worst_setup_path,path_max_fanout,12,
detailed_routing,drt-pass1-iter-count,6,
power_and_ir_drop,share_comb_of_total_power,100.0,%
layout,post-route-util,55.0,%
synthesis,yosys-stat-cells,1375,
worst_setup_path,critical_path_depth,22,
hold_path,worstHoldPathCells,5,
worst_setup_path,startpoint_type,"primary input",
detailed_routing,routed_wirelength,36400,µm
detailed_routing,route.detailed.vias_per_inst,6.51,
worst_setup_path,critical_path_buf_inv_count,6,
grt,initial_antenna_violation_count,0,
sta,fin_ws,1940,ps
power_and_ir_drop,power_leakage,4.66,nW
detailed_routing,route.antenna.diode_count,0,
grt,grt_usage,38.4,%
worst_setup_path,cell_chain_critical_path,"clkdlybuf4s50_1 > inv_1 > ha_1 > or4b_4 > nor3_4 > a21o_1 > o21ai_1 > a221oi_1 > fa_1 > inv_1 > fa_1 > fa_1 > inv_1 > fa_1 > inv_1 > ha_1 > a21oi_1 > nand2_1 > o31ai_1 > o21ai_0 > xor2_1 > clkdlybuf4s50_1",
die,floorplan.io_pins,64,
die,dieHeight,142,µm
synthesis,netlist-cell-type-count,72,
placement,portBuffers,64,
placement,dp_hpwl,27800,µm
die,core_area,19400,µm²
placement,routabilityCongestion,0.997,
worst_setup_path,worst_setup_path_end_kind,"output port",
power_and_ir_drop,power.ir.vdd_worst,351,µV
detailed_routing,ant_nets,0,
worst paths after layout:
check                 from     to
worst min-delay path  x[1]   p[1]
worst max-delay path  x[0]  p[26]
cell usage after synthesis, types with 9 or more instances:
cell type / number / area (µm²)
nand2_1: 105 / 394
nor3_1: 12 / 60.1
o21ai_0: 110 / 551
inv_1: 141 / 529
a31oi_1: 13 / 81.3
buf_1: 22 / 82.6
clkbuf_1: 110 / 413
a221oi_1: 57 / 499
o22ai_1: 30 / 188
o21ai_1: 11 / 55.1
o21a_1: 9 / 67.6
a22oi_1: 31 / 233
a211o_1: 15 / 131
a21oi_1: 114 / 571
o211ai_1: 10 / 75.1
xor2_1: 24 / 210
ha_1: 48 / 601
and2_1: 10 / 62.6
a211oi_1: 18 / 135
fa_1: 113 / 2260
a221o_1: 13 / 130
nor2_1: 108 / 405
a21o_1: 22 / 165
nand3_1: 17 / 85.1
xnor2_1: 46 / 403
nor2b_1: 12 / 75.1
mux2i_1: 47 / 470
logic make-up (layout without fill, tap and decap cells):
| logic type | Yosys count | in the layout | synth area share (%) |
|---|---|---|---|
| simple gates | 304 | 304 | 14.1 |
| buf+inv | 284 | 261 | 11.1 |
| xor+xnor | 73 | 73 | 6.71 |
| compound gates | 498 | 498 | 33.3 |
| fa+ha+maj | 161 | 161 | 29.0 |
| mux | 55 | 55 | 5.80 |
layer usage:
layer  up-vias  share of wire (%)  global-route usage, %
met1      4923                 41                   56.1
li1       4841                  -                      -
met4         0                4.4                   13.9
met5         -                  0                      0
met2       661                 44                   56.8
met3        99                 11                   9.01
power groups by stage:
stage	registers [mW]	logic [mW]	clock network, mW
5_1_grt	0	3.23	0
4_1_cts	0	2.84	0
6_report	0	2.84	0
cell type report:
class | count | area (µm²)
well taps | 265 | 332
repair buffers | 116 | 1010
fillers | 1914 | 8740
inverters | 145 | 544
multi-input cells | 1091 | 8770
worst min-delay path, delay by kind of cell:
kind	cells	cell delay, ps
AND-OR/OR-AND	1	70
buffers and inverters	3	1010
AND/OR/NAND/NOR	1	80
Power and IR drop assume default switching activity.
