==> run.sh <==
#!/bin/bash
# OpenROAD 26Q1-2900-gdf79404cd8, Yosys 0.63+post, stock flow scripts
make -C /OpenROAD-flow-scripts/flow DESIGN_CONFIG=/design/flow/config.mk WORK_HOME=/design/flow/orfs finish
==> config.mk <==
export PLATFORM = sky130hd
export DESIGN_NAME = LIFO
export DESIGN_NICKNAME = LIFO
export VERILOG_FILES = /design/flow/design.v
export SDC_FILE = /design/flow/constraint.sdc
export NUM_CORES = 4
export LEC_CHECK = 1
export CORE_AREA = 10 10 103 103
export DIE_AREA = 0 0 113 113
==> constraint.sdc <==
current_design LIFO

set clk_period 2.4
set clk_io_pct 0.2

create_clock -name clk0 -period $clk_period [get_ports {clk}]

set non_clock_inputs [all_inputs -no_clocks]
set_input_delay [expr $clk_period * $clk_io_pct] -clock clk0 $non_clock_inputs
set_output_delay [expr $clk_period * $clk_io_pct] -clock clk0 [all_outputs]
==> design.v <==
`timescale 1ns / 1ps
module LIFO(data,out,rw,en,rst,empty,full,clk);
input[3:0]data;
input rw,en,rst,clk;
output empty,full;
output reg[3:0]out;
reg[3:0]mem[4:0];
reg[2:0]sp; 
assign full=(sp==3'b110)?1:0;
assign empty=(sp==3'b000)?1:0;
integer i;
always @(posedge clk)
 begin
  if(rst)
   begin
     out<=0;sp<=1;
     for(i=0;i<5;i=i+1)
       begin
        mem[i]=0;
       end
    end
else if(!rw && !full)
begin
mem[sp]<=data;
sp=sp+1;
end
else if(rw && !empty)
begin
sp<=sp-1;
out<=mem[sp];
end
end
endmodule
==> report_table.html <==
<h2>Implementation results</h2>
<table>
<tr><th>Metric</th><th>Value</th></tr>
<tr><th colspan="2">Synthesis</th></tr>
<tr><td>Fraction of synthesized cell area taken by the top area cell type</td><td>40.3%</td></tr>
<tr><td>Yosys stat area</td><td>0.00134 mm^2</td></tr>
<tr><td>Post-synthesis sequential element count</td><td>27</td></tr>
<tr><td>Cell total in the yosys stat output</td><td>145</td></tr>
<tr><td>Cell area after synthesis</td><td>0.00134 mm^2</td></tr>
<tr><td>Unique masters post-synth</td><td>29</td></tr>
<tr><td>Post-synthesis average cell area</td><td>9.24 um^2</td></tr>
<tr><td>Post-synthesis cell count</td><td>145</td></tr>
<tr><td>Yosys top cell by area</td><td>sky130_fd_sc_hd__dfxtp_1</td></tr>
<tr><td>Cells taking the most area after synthesis</td><td>sky130_fd_sc_hd__dfxtp_1 (40%), sky130_fd_sc_hd__mux2i_1 (13%), sky130_fd_sc_hd__ha_1 (5.6%), sky130_fd_sc_hd__a21oi_1 (4.5%), sky130_fd_sc_hd__nand2_1 (4.5%)</td></tr>
<tr><td>Total number of yosys warnings</td><td>2</td></tr>
<tr><td>Proportion of synthesized chip area in sequential cells</td><td>40.3%</td></tr>
<tr><th colspan="2">Pwr</th></tr>
<tr><td>Max rail drop VDD</td><td>338 uV</td></tr>
<tr><td>Leakage power total</td><td>0.548 nW</td></tr>
<tr><td>Power per unit of standard cell area</td><td>722 mW/mm^2</td></tr>
<tr><td>Internal cell power</td><td>0.000773 W</td></tr>
<tr><td>Share of power burned in registers</td><td>44.9%</td></tr>
<tr><td>P_sw</td><td>0.000387 W</td></tr>
<tr><td>Switching power share of the total</td><td>33.3%</td></tr>
<tr><td>Comb pwr share</td><td>32.6%</td></tr>
<tr><td>Clock share of power</td><td>22.5%</td></tr>
<tr><th colspan="2">Routing</th></tr>
<tr><td>Total number of vias</td><td>1046</td></tr>
<tr><td>Tally of nets with antenna violations remaining after routing</td><td>0</td></tr>
<tr><td>Pre-Repair DR Iteration Count</td><td>4</td></tr>
<tr><td>Number of DRC violations after detailed routing</td><td>0</td></tr>
<tr><td>First DRT Iteration DRCs</td><td>105</td></tr>
<tr><td>Per-cell via count in the routed design</td><td>3.99</td></tr>
<tr><td>Antenna cell count</td><td>0</td></tr>
<tr><td>Drt total wl</td><td>2950 um</td></tr>
<tr><td>Average wire length per cell after detail routing</td><td>11.3 um</td></tr>
<tr><th colspan="2">STA</th></tr>
<tr><td>Final-layout setup total negative slack</td><td>0 ps</td></tr>
<tr><td>Setup repair after global routing missed its margin</td><td>false</td></tr>
<tr><td>Clock period minus worst slack</td><td>2230 ps</td></tr>
<tr><td>Tightest slew margin relative to the limit</td><td>65.4%</td></tr>
<tr><td>Hold WS</td><td>458 ps</td></tr>
<tr><td>Worst slew pin tran</td><td>517 ps</td></tr>
<tr><td>Fin Clk Skew</td><td>10.8 ps</td></tr>
<tr><td>Max Clk Rate</td><td>0.447 GHz</td></tr>
<tr><td>Final number of max-transition violations</td><td>0</td></tr>
<tr><td>Total setup violations reported at the end of the flow</td><td>0</td></tr>
<tr><td>Final worst path period share</td><td>93.1%</td></tr>
<tr><td>Count of endpoints failing hold in the final timing report</td><td>0</td></tr>
<tr><th colspan="2">Die</th></tr>
<tr><td>Number of I/O pins</td><td>14</td></tr>
<tr><td>Die W</td><td>113 um</td></tr>
<tr><td>Chip area</td><td>0.0128 mm^2</td></tr>
<tr><td>Starting utilization of the core area</td><td>16.1%</td></tr>
<tr><td>Die Span Y</td><td>113 um</td></tr>
<tr><td>Num rows</td><td>33</td></tr>
<tr><td>Area of the core region</td><td>0.00830 mm^2</td></tr>
<tr><th colspan="2">CTS</th></tr>
<tr><td>Clock transition at path regs</td><td>100 ps</td></tr>
<tr><td>Number of buffers added to fix hold violations after cts</td><td>0</td></tr>
<tr><td>Setup fix buffers added after clock tree synthesis</td><td>0</td></tr>
<tr><td>Latency at later pin</td><td>270 ps</td></tr>
<tr><td>Clock tree from TritonCTS</td><td>built</td></tr>
<tr><td>CTS H-Tree Depth</td><td>1</td></tr>
<tr><td>Number of sinks handled by clock tree synthesis</td><td>27</td></tr>
<tr><td>Number of buffers inserted during clock tree synthesis</td><td>3</td></tr>
<tr><td>Post-CTS sizing</td><td>0</td></tr>
<tr><td>Clock buffer depth</td><td>2</td></tr>
<tr><td>CTS root buf</td><td>sky130_fd_sc_hd__clkbuf_8</td></tr>
<tr><th colspan="2">Placed design</th></tr>
<tr><td>Total cell area at the placement stage</td><td>0.00156 mm^2</td></tr>
<tr><td>Final weighted congestion in routability-driven placement</td><td>0.822</td></tr>
<tr><td>Final HPWL DP</td><td>2250 um</td></tr>
<tr><td>Placed cells</td><td>258</td></tr>
<tr><td>Input/output buffers</td><td>12</td></tr>
<tr><th colspan="2">Flow run</th></tr>
<tr><td>Tally of max-capacitance violations</td><td>0</td></tr>
<tr><td>Log Warnings</td><td>30</td></tr>
<tr><th colspan="2">Finish</th></tr>
<tr><td>Area growth from synthesis to layout</td><td>19.8%</td></tr>
<tr><td>Post-route cell area</td><td>0.00161 mm^2</td></tr>
<tr><td>Most common logic cell in the routed design</td><td>sky130_fd_sc_hd__dfxtp_1</td></tr>
<tr><td>Layout Cells excl Fill</td><td>262</td></tr>
<tr><td>Layout filler cell count</td><td>895</td></tr>
<tr><td>Fraction of layout cells with a size suffix above 1</td><td>12.7%</td></tr>
<tr><td>Most frequent cells in the layout</td><td>sky130_fd_sc_hd__dfxtp_1 (27), sky130_fd_sc_hd__mux2i_1 (17), sky130_fd_sc_hd__nand2_1 (16)</td></tr>
<tr><th colspan="2">Critical path</th></tr>
<tr><td>Critical R2R Capture</td><td>mem[4][0]$_SDFFE_PP0P_</td></tr>
<tr><td>Worst-case register-to-register setup slack</td><td>540 ps</td></tr>
<tr><td>Worst setup path startpoint</td><td>sp[0]$_SDFFE_PP1P_</td></tr>
<tr><td>Worst setup SP type</td><td>flop</td></tr>
<tr><td>Signal arrival time at the worst endpoint</td><td>1750 ps</td></tr>
<tr><td>Critical path class</td><td>flop to output pin</td></tr>
<tr><td>Setup crit end kind</td><td>output pin</td></tr>
<tr><td>Critical path required time</td><td>1920 ps</td></tr>
<tr><td>Number of cells on the worst reg-to-reg path</td><td>6</td></tr>
<tr><td>R2r startpoint</td><td>sp[0]$_SDFFE_PP1P_</td></tr>
<tr><td>Biggest fanout along the worst timing path</td><td>7</td></tr>
<tr><th colspan="2">Worst hold path</th></tr>
<tr><td>Hold path cells</td><td>2</td></tr>
<tr><td>Startpoint of the most critical hold path</td><td>mem[3][1]$_SDFFE_PP0P_</td></tr>
<tr><td>Hold path endpoint</td><td>mem[3][1]$_SDFFE_PP0P_</td></tr>
<tr><td>Hold Crit Class</td><td>flop to flop</td></tr>
<tr><th colspan="2">Global route</th></tr>
<tr><td>Antenna violations before repair</td><td>0</td></tr>
<tr><td>Overall routing resource usage</td><td>4.50%</td></tr>
<tr><td>Vias in the first global route</td><td>984</td></tr>
<tr><td>Final global-route overflow total</td><td>0</td></tr>
<tr><td>First-pass GRT wire length</td><td>4860 um</td></tr>
<tr><td>Maximum number of pins on one net before global-route repair</td><td>16</td></tr>
<tr><th colspan="2">Outcome</th></tr>
<tr><td>Result of the run</td><td>finished, final reports clean</td></tr>
</table>
-- cell families after synthesis --
logic type	after synthesis	synth area share (%)
compound gates	37	17.0
flops	27	40.3
fa+ha+maj	6	5.60
simple gates	41	16.0
mux	17	12.7
buf+inv	16	7.75
xor+xnor	1	0.654
-- metrics by stage --
stage | utilization, % | setup slack (ps) | total power [W]
floorplan | - | 841 | 0.000818
global placement | 18.8 | 311 | 0.000904
detailed placement | 18.8 | 314 | 0.000909
CTS | 19.3 | 158 | 0.00117
global route | 19.3 | 73.3 | 0.00122
finish | 19.3 | 165 | 0.00116
-- state kept, by name, indices dropped and copies added (netlist names) --
signal  flops
mem        20
out         4
sp          3
-- cell type report --
cell class | instances | area, um^2 | area share (%)
multi-input cells | 102 | 696 | 43.3
flip-flops and latches | 27 | 541 | 33.7
repair buffers | 18 | 165 | 10.3
well taps | 105 | 131 | 8.18
clock buffers | 4 | 45.0 | 2.81
inverters | 6 | 27.5 | 1.71
-- power by group through the flow --
stage	Clock [W]	Combinational, W	Sequential, W
after CTS	0.000265	0.000380	0.000520
after global routing	0.000275	0.000420	0.000526
final	0.000261	0.000379	0.000520
-- worst max-delay path, cell delays in order (launching register included) --
cell,delay (ps)
sky130_fd_sc_hd__dfxtp_1,340
sky130_fd_sc_hd__inv_1,140
sky130_fd_sc_hd__ha_1,350
sky130_fd_sc_hd__nand2b_1,120
sky130_fd_sc_hd__inv_1,60
sky130_fd_sc_hd__clkdlybuf4s50_1,470
-- synth_stat cells (all sizes together) --
| library cell | n |
|---|---|
| o32a | 1 |
| ha | 6 |
| or2 | 1 |
| o21ai | 12 |
| a21oi | 13 |
| o211ai | 1 |
| nand3 | 4 |
| clkbuf | 3 |
| nor3b | 2 |
| dfxtp | 27 |
| inv | 5 |
| nand2b | 2 |
| mux2i | 17 |
| nor2 | 14 |
| clkinv | 1 |
| a22oi | 4 |
| xnor2 | 1 |
| a32oi | 4 |
| nand2 | 16 |
| a211oi | 2 |
| buf | 7 |
| nor4 | 2 |
-- layer usage --
metal | global-route usage [%] | vias to the layer above | part of all wire, %
li1 | - | 530 | -
met1 | 7.05 | 496 | 54
met2 | 6.22 | 20 | 41
met3 | 1.23 | 0 | 4.9
met4 | 0.169 | 0 | 0
met5 | 0 | - | 0
-- worst max-delay path by stage --
stage       end  slack [ps]  cells past startpoint
5_1_grt   empty          70                      5
4_1_cts   empty         160                      5
6_report  empty         170                      5
Power is estimated from default activity; no workload was simulated.
